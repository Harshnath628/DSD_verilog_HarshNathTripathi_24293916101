==> ./run.sh <==
#!/bin/bash
# OpenROAD 26Q1-2900-gdf79404cd8, Yosys 0.63+post, stock flow scripts
make -C /OpenROAD-flow-scripts/flow DESIGN_CONFIG=/design/flow/config.mk WORK_HOME=/design/flow/orfs finish
==> ./config.mk <==
export PLATFORM = sky130hd
export DESIGN_NAME = universal_adder
export DESIGN_NICKNAME = universal_adder
export VERILOG_FILES = /design/flow/design.v
export SDC_FILE = /design/flow/constraint.sdc
export NUM_CORES = 4
export LEC_CHECK = 1
export CORE_AREA = 10 10 70 70
export DIE_AREA = 0 0 80 80
==> ./constraint.sdc <==
current_design universal_adder

set clk_period 3.6
set clk_io_pct 0.2

create_clock -name clk0 -period $clk_period

set non_clock_inputs [all_inputs -no_clocks]
set_input_delay [expr $clk_period * $clk_io_pct] -clock clk0 $non_clock_inputs
set_output_delay [expr $clk_period * $clk_io_pct] -clock clk0 [all_outputs]
==> ./design.v <==
`timescale 1ns / 1ps
module universal_adder(
    input  [3:0] A,
    input  [3:0] B,
    input        MODE,        
    output [3:0] RESULT,
    output       CARRY_BORROW   
);
wire [3:0] B_mod;
wire       Cin;
assign B_mod = MODE ? ~B : B;
assign Cin   = MODE; 
assign {CARRY_BORROW, RESULT} = A + B_mod + Cin;
endmodule
==> Slide: Implementation Results <==
Key Metrics from the Run

Power and ir drop
  • Net Sw Frac: about 36%
  • Power Total: 0.0704 mW
  • Comb power frac: 100.0%
  • Internal power: 0.0449 mW
  • Worst IR Drop VDD: approximately 0.000062 V
  • Net switching power: roughly 0.026 mW
  • Power share of the clock group: 0%
  • Static Leak: between 0.1 and 0.15 nW
  • Seq pwr share: 0%
  • Power density over cell area: 179 nW/um2

Logic synthesis
  • Syn avg cell area: about 9 um2
  • Top-area cell share: 24.3%
  • Sequential share of the synthesized area: 0%
  • Commonest cells in the netlist: 5 x xor2_1, 3 x ha_1, 2 x a21oi_1, 2 x nand4_1
  • Area leader, netlist: xor2_1
  • Synth warn: 0
  • Ys cells: 20
  • Yosys Chip Area: about 180 um2
  • Yosys cell types: 12
  • Synth Instances: 20
  • Syn Std Cell Area: about 180 um2
  • Synth top cell by count: xor2_1
  • Area contributors post-synth: xor2_1 24%, ha_1 21%, fa_1 11%, mux2_4 8.3%, nand4_1 6.9%

Setup path
  • Slowest stage delay, CP: 510 ps
  • Crit Path Class: primary input to output port
  • WP data arrival: between 2000 and 3000 ps
  • Critical-path top delay cell: clkdlybuf4s50_1
  • Worst Path Max Fanout: 3
  • Type of origin of the critical path: primary input
  • Crit-path cells: clkdlybuf4s50_1 -> mux2_4 -> fa_1 -> xor2_1 -> clkdlybuf4s50_1
  • CP Capture Type: output port
  • CP required: approximately 2900 ps
  • CP delay by family, top: buffers and inverters
  • Buf/Inv on CP: 2
  • Most frequent CP cell: clkdlybuf4s50_1

Cells and area
  • Area occupied by multi-input gates: about 180 um2
  • Flip-flops: 0
  • Non-filler cells, final: 81
  • Final core occ: between 10% and 20%
  • Share of cells above drive strength 1: under 10%
  • Storage element area: 0 um2
  • CLK BUF: 0
  • Syn-to-layout area delta: 119%
  • Design area: 394 um2
  • Fill cells: around 400

Route
  • Post-route ant nets: 0
  • 1st-pass router iterations: 2
  • Via/cell ratio: ~2.6
  • DRT Wirelength: 652 um
  • DRC: 0
  • Total number of vias: 213
  • Avg WL per Cell: roughly 8.0 um
  • 1st-iter DRT viols: 5
  • N_diodes: 0

Final timing
  • Slew HR: a little over four fifths
  • Setup WS post-layout: between 200 and 250 ps
  • Slew Limit Fails: 0
  • Worst Tran Pin Value: approximately 240 ps
  • RSZ-0062 raised after global routing: no
  • Final worst-path cycle share: 93.5%
  • Fin crit period: roughly 3400 ps
  • Setup TNS Final: 0 ps
  • # setup viols final: 0
  • Fin. Hold Viols: 0
  • Fmax: about 300 MHz
  • Worst hold margin: 2270 ps

Placement
  • Place WS: -1.51 ps
  • Placed Instances: between 80 and 90
  • RePlAce Congestion: between 0.7 and 0.8
  • DP HPWL: roughly 600 um
  • Buffers on Ports: 14
  • Placed cell areas: around 390 um2

Floorplanning
  • Core region area: between 3000 and 4000 um2
  • IO Pins: 14
  • Die Size: around 6400 um2
  • Die W: around 80 um
  • FP Util: under 10%
  • Die height: 80 um
  • Rows: 21

GRT
  • Total track usage: under 10%
  • Number of global-route vias before repair: 234
  • Initial antenna violation count: 0
  • Gr ovfl total: 0
  • First-pass GRT wire length: about 1.0 mm
  • Largest net degree at the start of global routing: 6

Job
  • MaxCap Viol Count: 0
  • Tool warnings: 32

Worst hold path
  • Hold Crit Class: primary input to output port

CTS
  • Post-CTS Setup Inserts: 0

Run status
  • Status: completed
==> power by group through the flow <==
stage                 combinational, mW  clock (mW)  sequential [mW]
after CTS                        0.0727           0                0
final                            0.0704           0                0
after global routing             0.0804           0                0
==> repair_timing <==
item	in CTS	in global routing
hold buffers	0	0
pin swaps	0	2
resized	1	2
endpoints found under the setup margin	1	1
==> layer usage <==
layer	GRT usage, %	vias up	routed length, um
li1	-	108	-
met1	2.92	92	338
met2	2.33	13	202
met3	1.36	0	111
met4	0	0	0
met5	0	-	0
==> final cells by class <==
class	instances	area share (%)
multi-input combinational	19	46.7
timing repair buffer	15	37.8
tap	46	14.6
inverter	1	0.952
==> worst paths after layout <==
kind	start	to	slack, ps	depth (start not counted)
min	MODE	RESULT[3]	2270	5
max	B[0]	RESULT[2]	230	5
==> cells in the final DEF (no fill, tap or decap), drive strengths merged <==
cell            n
o21bai          1
a31oi           1
mux2            1
nor4b           1
dlymetal6s2s    1
nor3b           1
ha              3
buf             1
nand4           2
fa              1
a21oi           2
clkdlybuf4s50  12
or4             1
xor2            5
dlygate4sd2     1
inv             1
==> logic make-up after synthesis <==
family          Yosys count  share of synthesized area, %
mux                       1                          8.33
compound gates            4                          13.2
fa+ha+maj                 4                          31.9
simple gates              5                          20.1
buf+inv                   1                          2.08
xor+xnor                  5                          24.3
No activity file was given, so power comes from the tool's default toggle rates.
